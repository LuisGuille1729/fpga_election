[/design/flow/config.mk]
export PLATFORM = sky130hd
export DESIGN_NAME = bram_blocks_rw_flush_extended
export DESIGN_NICKNAME = bram_blocks_rw_flush_extended
export VERILOG_FILES = /design/flow/design.v
export SDC_FILE = /design/flow/constraint.sdc
export NUM_CORES = 4
export LEC_CHECK = 1
export CORE_UTILIZATION = 50
[/design/flow/run.sh]
#!/bin/bash
# OpenROAD 26Q1-2900-gdf79404cd8, Yosys 0.63+post, stock flow scripts
make -C /OpenROAD-flow-scripts/flow DESIGN_CONFIG=/design/flow/config.mk WORK_HOME=/design/flow/orfs finish
[/design/flow/design.v]
`default_nettype none
module bram_blocks_rw_flush_extended #(
    parameter REGISTER_SIZE = 32,
    parameter NUM_BLOCKS = 128,
    parameter INIT_FILE = ""      
) (
    input wire clk_in,
    input wire rst_in,
    input wire read_next_block_valid_in,
    input wire flush, 
    output logic [REGISTER_SIZE-1:0] read_block_out,
    output logic read_block_pipe2_valid_out,
    output logic read_done_all_blocks_pipe2_out,  
    output logic read_requested_for_last_block,  
    output logic flush_valid,
    input wire write_next_block_valid_in,
    input wire [REGISTER_SIZE-1:0] write_block_in
);
enum  {NONE, SHIFTING, FLUSHING, DONE} flush_states;
logic force_read;
logic [$clog2(NUM_BLOCKS)-1:0] address_of_read_block;
evt_counter #(
    .MAX_COUNT(NUM_BLOCKS),
    .COUNT_START(0))
 read_address_counter
(  
    .clk_in(clk_in),
    .rst_in(rst_in),
    .evt_in(read_next_block_valid_in || force_read),
    .count_out(address_of_read_block)
);
logic [$clog2(NUM_BLOCKS)-1:0] address_of_write_block;
evt_counter #(
    .MAX_COUNT(NUM_BLOCKS),
    .COUNT_START(0))
 write_address_counter
(  
    .clk_in(clk_in),
    .rst_in(rst_in),
    .evt_in(write_next_block_valid_in),
    .count_out(address_of_write_block)
);
assign read_requested_for_last_block = address_of_read_block == (NUM_BLOCKS-1);
pipeliner#(
        .PIPELINE_STAGE_COUNT(2),
        .DATA_BIT_SIZE(1)
    )
    flush_valid_pipe (
        .clk_in(clk_in),
        .rst_in(rst_in),
        .data_in(flush_states == FLUSHING),
        .data_out(flush_valid)
    );
logic [$clog2(NUM_BLOCKS)-1:0] sent_counter;
logic valid_pipe1;
logic read_all_pipe1;
always_ff @( posedge clk_in ) begin
    if (rst_in) begin        
        valid_pipe1 <= 0;
        read_block_pipe2_valid_out <= 0;
        read_all_pipe1 <= 0;
        read_done_all_blocks_pipe2_out <= 0;
        flush_states<=NONE;
        force_read<=1;
    end else begin
        case (flush_states)
            NONE:begin 
                sent_counter<=0;
                flush_states<= flush? SHIFTING:NONE;
                force_read<= flush? 1: force_read;
            end 
            SHIFTING: begin
                flush_states<= address_of_read_block == NUM_BLOCKS-1? FLUSHING: SHIFTING;
            end
            FLUSHING: begin
                sent_counter<= sent_counter+1;
                flush_states<= sent_counter == NUM_BLOCKS-1? DONE:FLUSHING;
                force_read<= sent_counter == NUM_BLOCKS-1? 0: force_read;
            end 
        endcase
        valid_pipe1 <= read_next_block_valid_in;
        read_block_pipe2_valid_out <= valid_pipe1;   
        read_all_pipe1 <= address_of_read_block == (NUM_BLOCKS-1);
        read_done_all_blocks_pipe2_out <= read_all_pipe1;
    end
end
xilinx_true_dual_port_read_first_2_clock_ram
#(
    .RAM_WIDTH(REGISTER_SIZE),
    .RAM_DEPTH(NUM_BLOCKS),
    .INIT_FILE(INIT_FILE)
    )    
bram
    (
    .addra(address_of_read_block),
    .dina(0),  
    .clka(clk_in),
    .wea(1'b0),  
    .ena(1'b1),
    .rsta(rst_in),
    .regcea(1'b1),
    .douta(read_block_out),
    .addrb(address_of_write_block),
    .dinb(write_block_in),
    .clkb(clk_in),
    .web(write_next_block_valid_in),  
    .enb(1'b1),
    .rstb(rst_in),
    .regceb(1'b1),
    .doutb()  
);
endmodule
`default_nettype wire
`default_nettype none
module evt_counter #(
    parameter MAX_COUNT = 128,
    parameter COUNT_START = 0
    ) (   
    input wire          clk_in,
    input wire          rst_in,
    input wire          evt_in,
    output logic[$clog2(MAX_COUNT) - 1: 0]  count_out
    );
    always_ff @(posedge clk_in) begin
        if (rst_in) begin
            count_out <= COUNT_START;
        end else if (evt_in) begin
            if (count_out == MAX_COUNT - 1) count_out <= 0;
            else count_out <= count_out + 1;
        end else begin
            count_out <= count_out;
        end
    end
endmodule
`default_nettype wire
`default_nettype none
module pipeliner  #(
    parameter PIPELINE_STAGE_COUNT = 1,
    parameter  DATA_BIT_SIZE= 1 )
    (
        input wire clk_in,
        input wire rst_in,
        input wire[DATA_BIT_SIZE-1:0] data_in,
        output logic[DATA_BIT_SIZE-1:0] data_out
    );
    logic [DATA_BIT_SIZE-1:0] data_pipe [PIPELINE_STAGE_COUNT-1:0];
    assign data_out = data_pipe[PIPELINE_STAGE_COUNT-1]; 
    always_ff @(posedge clk_in) begin
        if (rst_in) begin
            for (int i = 0; i < PIPELINE_STAGE_COUNT; i = i+1) begin
                data_pipe[i] <= 0;
            end
        end else begin
            data_pipe[0] <= data_in;
            for (int i = 1; i < PIPELINE_STAGE_COUNT; i = i+1) begin
                data_pipe[i] <= data_pipe[i-1];
            end
        end
    end
endmodule
`default_nettype wire
module xilinx_true_dual_port_read_first_2_clock_ram #(
  parameter RAM_WIDTH = 18,                        
  parameter RAM_DEPTH = 1024,                      
  parameter RAM_PERFORMANCE = "HIGH_PERFORMANCE",  
  parameter INIT_FILE = ""                         
) (
  input [clogb2(RAM_DEPTH-1)-1:0] addra,   
  input [clogb2(RAM_DEPTH-1)-1:0] addrb,   
  input [RAM_WIDTH-1:0] dina,            
  input [RAM_WIDTH-1:0] dinb,            
  input clka,                            
  input clkb,                            
  input wea,                             
  input web,                             
  input ena,                             
  input enb,                             
  input rsta,                            
  input rstb,                            
  input regcea,                          
  input regceb,                          
  output [RAM_WIDTH-1:0] douta,          
  output [RAM_WIDTH-1:0] doutb           
);
  reg [RAM_WIDTH-1:0] BRAM [RAM_DEPTH-1:0];
  reg [RAM_WIDTH-1:0] ram_data_a = {RAM_WIDTH{1'b0}};
  reg [RAM_WIDTH-1:0] ram_data_b = {RAM_WIDTH{1'b0}};
  generate
    if (INIT_FILE != "") begin: use_init_file
      initial
        $readmemh(INIT_FILE, BRAM, 0, RAM_DEPTH-1);
    end else begin: init_bram_to_zero
      integer ram_index;
      initial
        for (ram_index = 0; ram_index < RAM_DEPTH; ram_index = ram_index + 1)
          BRAM[ram_index] = {RAM_WIDTH{1'b0}};
    end
  endgenerate
  integer idx;
  initial begin
    for (idx = 0; idx < RAM_DEPTH; idx = idx + 1) begin
    end
  end
  always @(posedge clka)
    if (ena) begin
      if (wea)
        BRAM[addra] <= dina;
      ram_data_a <= BRAM[addra];
    end
  always @(posedge clkb)
    if (enb) begin
      if (web)
        BRAM[addrb] <= dinb;
      ram_data_b <= BRAM[addrb];
    end
  generate
    if (RAM_PERFORMANCE == "LOW_LATENCY") begin: no_output_register
       assign douta = ram_data_a;
       assign doutb = ram_data_b;
    end else begin: output_register
      reg [RAM_WIDTH-1:0] douta_reg = {RAM_WIDTH{1'b0}};
      reg [RAM_WIDTH-1:0] doutb_reg = {RAM_WIDTH{1'b0}};
      always @(posedge clka)
        if (rsta)
          douta_reg <= {RAM_WIDTH{1'b0}};
        else if (regcea)
          douta_reg <= ram_data_a;
      always @(posedge clkb)
        if (rstb)
          doutb_reg <= {RAM_WIDTH{1'b0}};
        else if (regceb)
          doutb_reg <= ram_data_b;
      assign douta = douta_reg;
      assign doutb = doutb_reg;
    end
  endgenerate
  function integer clogb2;
    input integer depth;
      for (clogb2=0; depth>0; clogb2=clogb2+1)
        depth = depth >> 1;
  endfunction
endmodule
[/design/flow/constraint.sdc]
current_design bram_blocks_rw_flush_extended

set clk_period 576.6
set clk_io_pct 0.2

create_clock -name clk0 -period $clk_period [get_ports {clk_in}]

set non_clock_inputs [all_inputs -no_clocks]
set_input_delay [expr $clk_period * $clk_io_pct] -clock clk0 $non_clock_inputs
set_output_delay [expr $clk_period * $clk_io_pct] -clock clk0 [all_outputs]
==> run summary <==
yosys + openroad results -> Largest register FFs=4096, hold_buf cts=0, status=complete, no violations, Inst Count DP=11700, Core Footprint=~0.32 sq mm, gr busiest metal=met2, Post-CTS Setup Inserts=0, period utilization=0.206, first-pass GRT wire length=654000 um, OpenROAD warnings=26, gpl congestion=0.984, Largest cells by area=edfxtp_1 77%, mux4_2 11%, mux2i_1 4.3%, Max clock buf depth=4, root buffer cell=clkbuf_16, GR Util met3=0.285, final WL=469000 um, Synth Seq Share=0.778, Die Ht=around 570 um, Critical Path AT=between 3 and 4 ns, skew final=0.0694 ns, Top cell area share=0.767, Port Buffers=72, placed cell area=0.168 sq mm, Commonest cells post-synth=4103 x edfxtp_1, 793 x mux4_2, 688 x mux2i_1, 220 x nor2_1, 155 x a22oi_1, CP Launch Type=register, DR vias=78000, CP required=between 400 and 500 ns, largest net degree at the start of global routing=a little under 90, Clk pin slew, worst setup/hold paths=0.06 ns, synth warn=5, drt via density=just over 6, vias in the first global route=roughly 85000, Starting DRT DRC Count=between 5000 and 6000, CTS resizes=0, hpwl dp=288000 um, final number of setup-violating endpoints=0, row count=207, Slew headroom=0.126, global route overflow=0, Post-synth top flop=edfxtp_1, FMAX=0.00841 GHz, synthesized area per cell=21.7 sq um, Min-Delay Path Class=register to register, GRT Total Usage=0.334, leakage=56.3 nW, number of enable flip-flop cells=roughly 4000, Die Area=approximately 0.32 sq mm, share of post-route cells with drive strength above 1=0.254, Floorplan Utilization=0.504, Slew @ Worst Pin=between 1 and 1.5 ns, Cell Area, Synth=0.161 sq mm, met1 usage in global routing=0.395, Slew Limit Fails=0, unrepaired setup endpoints after global routing=no, peak supply drop=0.00272 mV, Sinks on Clock Net=around 4200, Finished Layout Cells=12500, worst setup margin=457.76 ns, fin area=~0.18 sq mm, Yosys Instances=7386, fin util=0.570, final hold vios=0, YS chip area=roughly 0.16 sq mm, Final min period=118.84 ns, H-tree depth=5, wire per inst=37.4 um, 1st-pass router iterations=5, Latency at later pin=1.00 ns, Num CTS Buffers=422, WS Path Type=register to output pin, Hold Path Cell Cnt=1, met2 GRT Util=0.449, initial antenna violation count=21, post-synth top area cell=edfxtp_1, most frequent cell after synthesis=edfxtp_1, pwr dens=3.56 mW/mm^2, setup TNS=0 ns, num ports=about 73, CTS tree=yes, DRC Markers=0, worst-path maximum fanout=16, flops out of synthesis=4191, Synth Instances=7386, Reg2Reg Depth=12, power consumption=0.647 mW, Hold Worst Slack=0.428 ns, Worst setup EP type=output pin, Die Span X=569 um, asr flop ratio synth=0, total of max-cap violations=0, Synth-to-Final Area Change=13.3%, DRT antenna net count=0, distinct lib cells=71, dpl ws=~460 ns
[cell type report]
type	instances	area, sq um
diodes	14	35.0
clock buffers	532	11200
clock inverters	254	2340
fillers	22700	137000
inverters	6	31.3
multi-input cells	2763	33900
flip-flops and latches	4191	125000
well taps	4284	5360
repair buffers	501	4010
[kinds of logic (layout without fill, tap and decap cells)]
group | count (synthesis) | count (layout) | synth area share
other cells | 0 | 14 | 0
buf+inv | 432 | 1293 | 0.0175
fa+ha+maj | 3 | 3 | 0.000234
simple gates | 564 | 564 | 0.0161
flops | 4191 | 4191 | 0.778
mux | 1523 | 1523 | 0.157
xor+xnor | 10 | 10 | 0.000545
compound gates | 663 | 663 | 0.0302
[critical path, stage by stage (launching register included)]
cell and delay, ns:
dfxtp_4 0.88, ha_1 0.35, nand3_1 0.35, inv_1 0.40
clkdlybuf4s50_1 0.54
[routing by layer]
metal  vias up  wire, um  part of all wire
met5         -      2590            0.0055
met4        48     26000             0.055
met3       904     93500              0.20
met2      5268    211000              0.45
met1     39700    136000              0.29
li1      32100         -                 -
[placed cells by master (no fill, tap or decap), drive strengths merged, types with 9 or more instances in the layout]
master / count
o22a: 9
nand4: 12
a32oi: 12
buf: 462
a31o: 18
a22o: 16
and2: 10
edfxtp: 4103
a221oi: 37
a211oi: 12
a31oi: 31
o221ai: 84
diode: 14
dfxtp: 88
o211ai: 9
nor2: 222
mux2i: 688
nand2b: 11
clkinv: 199
o21ai: 44
nand2: 149
a21oi: 108
mux2: 42
and3: 12
nand3: 54
bufinv: 34
inv: 16
nor2b: 59
clkinvlp: 11
a22oi: 155
o22ai: 57
clkdlybuf4s50: 39
mux4: 793
clkbuf: 532
a221o: 27
a2111oi: 11
[power breakdown]
part / internal, mW / switching [mW]
Clock: 0.153 / 0.115
Combinational: 0.0153 / 0.0284
Sequential: 0.335 / 0.000551
Total: 0.503 / 0.144
[final timing paths]
check / startpoint / endpoint / slack, ns
worst min register to register: bram.ram_data_a[20] / bram.output_register.douta_reg[20] / 0.43
worst min-delay path: bram.ram_data_a[20] / bram.output_register.douta_reg[20] / 0.43
worst max-delay path: read_address_counter.count_out[0] / read_requested_for_last_block / 457.76
worst max register to register: read_address_counter.count_out[1] / bram.ram_data_a[11] / 570.14
Power and IR drop assume default switching activity.
