$ cat flow/design.v
`default_nettype none
module bram_blocks_rw #(
    parameter REGISTER_SIZE = 32,
    parameter NUM_BLOCKS = 128,
    parameter INIT_FILE = ""      
) (
    input wire clk_in,
    input wire rst_in,
    input wire read_next_block_valid_in, 
    output logic [REGISTER_SIZE-1:0] read_block_out,
    output logic read_block_pipe2_valid_out,
    output logic read_done_all_blocks_pipe2_out,  
    output logic read_requested_for_last_block,  
    input wire write_next_block_valid_in,
    input wire [REGISTER_SIZE-1:0] write_block_in
);
logic [$clog2(NUM_BLOCKS)-1:0] address_of_read_block;
evt_counter #(
    .MAX_COUNT(NUM_BLOCKS),
    .COUNT_START(0))
 read_address_counter
(  
    .clk_in(clk_in),
    .rst_in(rst_in),
    .evt_in(read_next_block_valid_in),
    .count_out(address_of_read_block)
);
logic [$clog2(NUM_BLOCKS)-1:0] address_of_write_block;
evt_counter #(
    .MAX_COUNT(NUM_BLOCKS),
    .COUNT_START(0))
 write_address_counter
(  
    .clk_in(clk_in),
    .rst_in(rst_in),
    .evt_in(write_next_block_valid_in),
    .count_out(address_of_write_block)
);
assign read_requested_for_last_block = address_of_read_block == (NUM_BLOCKS-1);
logic valid_pipe1;
logic read_all_pipe1;
always_ff @( posedge clk_in ) begin
    if (rst_in) begin        
        valid_pipe1 <= 0;
        read_block_pipe2_valid_out <= 0;
        read_all_pipe1 <= 0;
        read_done_all_blocks_pipe2_out <= 0;
    end else begin
        valid_pipe1 <= read_next_block_valid_in;
        read_block_pipe2_valid_out <= valid_pipe1;   
        read_all_pipe1 <= address_of_read_block == (NUM_BLOCKS-1);
        read_done_all_blocks_pipe2_out <= read_all_pipe1;
    end
end
xilinx_true_dual_port_read_first_2_clock_ram
#(
    .RAM_WIDTH(REGISTER_SIZE),
    .RAM_DEPTH(NUM_BLOCKS),
    .INIT_FILE(INIT_FILE)
    )    
bram
    (
    .addra(address_of_read_block),
    .dina(0),  
    .clka(clk_in),
    .wea(1'b0),  
    .ena(1'b1),
    .rsta(rst_in),
    .regcea(1'b1),
    .douta(read_block_out),
    .addrb(address_of_write_block),
    .dinb(write_block_in),
    .clkb(clk_in),
    .web(write_next_block_valid_in),  
    .enb(1'b1),
    .rstb(rst_in),
    .regceb(1'b1),
    .doutb()  
);
endmodule
`default_nettype wire
`default_nettype none
module evt_counter #(
    parameter MAX_COUNT = 128,
    parameter COUNT_START = 0
    ) (   
    input wire          clk_in,
    input wire          rst_in,
    input wire          evt_in,
    output logic[$clog2(MAX_COUNT) - 1: 0]  count_out
    );
    always_ff @(posedge clk_in) begin
        if (rst_in) begin
            count_out <= COUNT_START;
        end else if (evt_in) begin
            if (count_out == MAX_COUNT - 1) count_out <= 0;
            else count_out <= count_out + 1;
        end else begin
            count_out <= count_out;
        end
    end
endmodule
`default_nettype wire
`default_nettype none
module vote_accumulator_wrapper  #(
    parameter REGISTER_SIZE = 32,
    parameter NUM_BITS_STORED = 4096
    )
    (
        input wire [REGISTER_SIZE-1:0] block_in,
        input wire compute_tally,
        input wire valid_in,
        input wire request_next_in,
        input wire rst_in,
        input wire clk_in,
        output logic [REGISTER_SIZE-1:0] data_out,
        output logic valid_out
    );
    localparam  NUM_BLOCKS = NUM_BITS_STORED/REGISTER_SIZE;
    localparam  BRAM_WIDTH = REGISTER_SIZE;
    localparam BRAM_DEPTH = NUM_BITS_STORED/BRAM_WIDTH;
    logic[$clog2(BRAM_DEPTH)-1:0] output_count;
    enum  {ACCUMULATING,WAIT1,WAIT2,OUTPUTTING} state;
    enum {REQ_WAIT1,REQ_WAIT2,READY} load_states;
    assign valid_out = load_states ==  READY || (state ==OUTPUTTING ) ;
    always_ff @( posedge clk_in ) begin 
        if (rst_in) begin
            output_count <= 0;
            state <= ACCUMULATING;
            load_states <= REQ_WAIT1;            
        end else begin
            if (request_next_in || compute_tally) begin
                load_states<=REQ_WAIT1;
            end else begin
                case (load_states)
                    REQ_WAIT1: load_states<=REQ_WAIT2; 
                    default: load_states <= READY;
                endcase
            end
            case (state)
               ACCUMULATING: state <= compute_tally? WAIT1:state;
               WAIT1: state<= WAIT2;
               WAIT2: state<= OUTPUTTING;
               OUTPUTTING: begin
                if (output_count ==  BRAM_DEPTH-1)begin
                    state <= ACCUMULATING;
                    output_count<=0;
                end else begin 
                    output_count<= output_count+1;
                end
               end 
            endcase
        end
    end
    logic [REGISTER_SIZE-1:0] restore_out;
    bram_blocks_rw #(
        .REGISTER_SIZE(REGISTER_SIZE),
        .NUM_BLOCKS(NUM_BLOCKS),
        .INIT_FILE("R_modN.mem")     
    )
    R_storage
    (
        .clk_in(clk_in),
        .rst_in(rst_in),
        .read_next_block_valid_in(state!=ACCUMULATING), 
        .read_block_out(restore_out),
        .read_block_pipe2_valid_out(),
        .read_done_all_blocks_pipe2_out(),  
        .read_requested_for_last_block(),  
        .write_next_block_valid_in(),
        .write_block_in()
);
logic read_next;
assign read_next = request_next_in || (state!=ACCUMULATING);
logic write_next;
assign write_next = valid_in || (state == OUTPUTTING);
logic [REGISTER_SIZE-1:0] write_val;
assign write_val = state == OUTPUTTING? restore_out: block_in;
bram_blocks_rw #(
    .REGISTER_SIZE(REGISTER_SIZE),
    .NUM_BLOCKS(NUM_BLOCKS),
    .INIT_FILE("R_modN.mem")     
)
vote_accumulator
 (
    .clk_in(clk_in),
    .rst_in(rst_in),
    .read_next_block_valid_in(read_next), 
    .read_block_out(data_out),
    .read_block_pipe2_valid_out(),
    .read_done_all_blocks_pipe2_out(),  
    .read_requested_for_last_block(),  
    .write_next_block_valid_in(write_next),
    .write_block_in()
);
endmodule
`default_nettype wire
module xilinx_true_dual_port_read_first_2_clock_ram #(
  parameter RAM_WIDTH = 18,                        
  parameter RAM_DEPTH = 1024,                      
  parameter RAM_PERFORMANCE = "HIGH_PERFORMANCE",  
  parameter INIT_FILE = ""                         
) (
  input [clogb2(RAM_DEPTH-1)-1:0] addra,   
  input [clogb2(RAM_DEPTH-1)-1:0] addrb,   
  input [RAM_WIDTH-1:0] dina,            
  input [RAM_WIDTH-1:0] dinb,            
  input clka,                            
  input clkb,                            
  input wea,                             
  input web,                             
  input ena,                             
  input enb,                             
  input rsta,                            
  input rstb,                            
  input regcea,                          
  input regceb,                          
  output [RAM_WIDTH-1:0] douta,          
  output [RAM_WIDTH-1:0] doutb           
);
  reg [RAM_WIDTH-1:0] BRAM [RAM_DEPTH-1:0];
  reg [RAM_WIDTH-1:0] ram_data_a = {RAM_WIDTH{1'b0}};
  reg [RAM_WIDTH-1:0] ram_data_b = {RAM_WIDTH{1'b0}};
  generate
    if (INIT_FILE != "") begin: use_init_file
      initial
        $readmemh(INIT_FILE, BRAM, 0, RAM_DEPTH-1);
    end else begin: init_bram_to_zero
      integer ram_index;
      initial
        for (ram_index = 0; ram_index < RAM_DEPTH; ram_index = ram_index + 1)
          BRAM[ram_index] = {RAM_WIDTH{1'b0}};
    end
  endgenerate
  integer idx;
  initial begin
    for (idx = 0; idx < RAM_DEPTH; idx = idx + 1) begin
    end
  end
  always @(posedge clka)
    if (ena) begin
      if (wea)
        BRAM[addra] <= dina;
      ram_data_a <= BRAM[addra];
    end
  always @(posedge clkb)
    if (enb) begin
      if (web)
        BRAM[addrb] <= dinb;
      ram_data_b <= BRAM[addrb];
    end
  generate
    if (RAM_PERFORMANCE == "LOW_LATENCY") begin: no_output_register
       assign douta = ram_data_a;
       assign doutb = ram_data_b;
    end else begin: output_register
      reg [RAM_WIDTH-1:0] douta_reg = {RAM_WIDTH{1'b0}};
      reg [RAM_WIDTH-1:0] doutb_reg = {RAM_WIDTH{1'b0}};
      always @(posedge clka)
        if (rsta)
          douta_reg <= {RAM_WIDTH{1'b0}};
        else if (regcea)
          douta_reg <= ram_data_a;
      always @(posedge clkb)
        if (rstb)
          doutb_reg <= {RAM_WIDTH{1'b0}};
        else if (regceb)
          doutb_reg <= ram_data_b;
      assign douta = douta_reg;
      assign doutb = doutb_reg;
    end
  endgenerate
  function integer clogb2;
    input integer depth;
      for (clogb2=0; depth>0; clogb2=clogb2+1)
        depth = depth >> 1;
  endfunction
endmodule
$ cat flow/run.sh
#!/bin/bash
# OpenROAD 26Q1-2900-gdf79404cd8, Yosys 0.63+post, stock flow scripts
make -C /OpenROAD-flow-scripts/flow DESIGN_CONFIG=/design/flow/config.mk WORK_HOME=/design/flow/orfs finish
$ cat flow/config.mk
export PLATFORM = sky130hd
export DESIGN_NAME = vote_accumulator_wrapper
export DESIGN_NICKNAME = vote_accumulator_wrapper
export VERILOG_FILES = /design/flow/design.v
export SDC_FILE = /design/flow/constraint.sdc
export NUM_CORES = 4
export LEC_CHECK = 1
export CORE_AREA = 10 10 75 75
export DIE_AREA = 0 0 85 85
export SYNTH_HDL_FRONTEND = slang
$ cat flow/constraint.sdc
current_design vote_accumulator_wrapper

set clk_period 2.2
set clk_io_pct 0.2

create_clock -name clk0 -period $clk_period [get_ports {clk_in}]

set non_clock_inputs [all_inputs -no_clocks]
set_input_delay [expr $clk_period * $clk_io_pct] -clock clk0 $non_clock_inputs
set_output_delay [expr $clk_period * $clk_io_pct] -clock clk0 [all_outputs]
==> job_summary.md <==
## Implementation flow summary

| Metric | Value |
|---|---|
| P_int | 0.000412 W |
| Num ports | approximately 70 |
| Routed WL per cell | 9.13 um |
| Antenna cells | 0 |
| Final Hold Violation Tally | 0 |
| CP arrival | roughly 1600 ps |
| Hold endpoint | load_states[2] |
| Core area | between 4000 and 5000 sq um |
| Crit Path Max Fanout | 10 |
| Cell Type Count | 25 |
| CP startpoint kind | flip-flop |
| Via count | between 500 and 600 |
| Via/cell ratio | approximately 3.4 |
| Root buffer cell | clkbuf_8 |
| I/O Buffers | 4 |
| DRT Pass-1 Iters | 3 |
| Post-cts hold-fix buffer tally | 0 |
| Fmax | a little under 0.5 GHz |
| Vias in the first global route | 557 |
| CP Class | flip-flop to output pin |
| Synth-to-layout area growth | 1.06% |
| Area reported by Yosys stat | approximately 830 sq um |
| Post-synth regs | 12 |
| Top_reg_cell synth | dfxtp_1 |
| R2r endpoint | output_count[6] |
| Unrepaired setup endpoints after global routing | no |
| Antenna viol nets, final | 0 |
| Cell type with the largest total area | buf_4 |
| Slack of the worst reg-to-reg path | about 670 ps |
| Resized cells post-CTS | 0 |
| Dpl cells | about 150 |
| Critical Path End Type | output pin |
| Post-route insts no fill | around 150 |
| Status | complete, no violations |
| CTS sink count | 12 |
| NetSw | about 0.00015 W |
| Finish-stage setup viols | 0 |
| Setup ws final | around 140 ps |
| Largest net degree at the start of global routing | 13 |
| Util after Layout | 20.6% |
| Setup TNS | 0 ps |
| Biggest area cells | buf_4, dfxtp_1, ha_1, mux2i_1, nand2b_1 |
| Final period utilization | just over 90% |
| Cell count after synthesis | 97 |
| Cts bufs inserted | 3 |
| DRT Wirelength | around 1400 um |
| Class of the worst hold path | flip-flop to flip-flop |
| Post-synth top area share | about 30% |
| Worst r2r src | state[1] |
| GRT Residual Overflow | 0 |
| Pwr/cell area | 669 nW/um^2 |
| Static leakage | between 0.3 and 0.4 nW |
| Post-DP HPWL | approximately 1100 um |
| CTS H-tree depth | 1 |
| Row count | 23 |
| Syn_area_per_cell | about 8.5 sq um |
| Post-synth EDFFs | 0 |
| Drc violations | 0 |
| WHS | 416 ps |
| Clk ins delay skew pair | about 240 ps |
| DP Worst Slack | 386 ps |
| Clock network power share | between 30% and 40% |
| Fin. max-slew vios | 0 |
| Hold_sp | load_states[0] |
| Tool Warnings | around 61 |
| Filler cell count | 452 |
| Chip height | approximately 85 um |
| Seq pwr share | a little under half |
| Top cells by count | buf_4, dfxtp_1, nor2_1, ha_1, nand2_1 |
| GRT Total Usage | approximately 3.4% |
| Share of synthesized registers carrying an async set or reset | 0% |
| First-pass GRT wire length | ~2200 um |
| R2R depth | 4 |
| Hold path depth | 2 |
| Die width | around 85 um |
| Synth Cell Area | roughly 830 sq um |
| Worst Skew | a little under 3 ps |
| Die ar. | just over 7000 sq um |
| CTS clk-pin slew, worst paths | approximately 50 ps |
| Logic pwr share | 19.2% |
| Post-layout min period | approximately 2100 ps |
| Yosys top cell by instances | buf_4 |
| Worst VDD drop | between 100 and 150 uV |
| Fp util | 20.4% |
| Initial antenna violation count | 0 |
| Sw Ratio | a little over a quarter |
| Yosys Warn Count | 32 |
| Share of layout cells above drive strength 1 | around 5.9% |
| CP Data Required Time | 1760 ps |
| Clock tree buffer depth | 2 |
| Ys cells | 97 |
| Initial drt markers | 6 |
| Post-CTS Setup Inserts | 0 |
| GP Congestion | 0.779 |
| Register area share after synthesis | between 20 and 30% |
| Max-cap violations | 0 |
| CTS tree | done |
per-stage QoR:
step,cell area [sq um],total power (W)
6_report,836,0.000559
5_1_grt,836,0.000601
4_1_cts,836,0.000571
3_5_place_dp,795,0.000368
3_3_place_gp,795,0.000368
2_1_floorplan,943,0.000380
cells in the final DEF, fill, tap and decap left out, types with 4 or more instances in the layout:
master            n
nor2_1            6
nand2b_1          4
inv_1             4
nand2_1           5
ha_1              5
conb_1           32
dfxtp_1          12
clkdlybuf4s50_1   4
per-layer routing:
layer,up-vias,global-route usage [%],wire length (um)
met5,-,0,0
met1,232,4.43,688
li1,261,-,-
met2,25,5.52,598
met4,0,1.20,14
met3,2,0.482,78
power by group through the flow:
stage	Sequential (W)	Clock (W)	Combinational, W
CTS	0.000256	0.000203	0.000111
global route	0.000259	0.000208	0.000135
finish	0.000256	0.000196	0.000107
sequential cells by signal (all words and copies together), names as in the netlist:
register / flops
load_states: 3
output_count: 7
state: 2
worst max-delay path: stages, from the launching register on:
cell,delay [ps]
dfxtp_1,320
ha_1,320
or2_2,330
clkdlybuf4s50_1,400
worst max-delay path by stage:
stage,startpoint,end,slack (ps)
finish,state[0],valid_out,140
global route,state[1],valid_out,30
CTS,state[0],valid_out,120
final cells by class:
class                      count  area, sq um  area share [%]
sequential                    12          240            28.7
multi-input combinational     78          437            52.2
tap                           50         62.6            7.49
inverter                       4         15.0            1.80
clock buffer                   3         41.3            4.94
timing repair buffer           4         40.0            4.79
kinds of logic after synthesis:
| family | Yosys count | share of synthesized area (%) |
|---|---|---|
| other | 1 | 0.453 |
| multiplexers | 3 | 3.63 |
| buffers and inverters | 38 | 32.2 |
| AND/OR/NAND/NOR | 26 | 16.5 |
| adder cells (fa/ha/maj) | 5 | 7.56 |
| AND-OR/OR-AND | 10 | 8.47 |
| flip-flops | 12 | 29.0 |
| XOR/XNOR | 2 | 2.12 |
No activity file was given, so power comes from the tool's default toggle rates.
