--- /design/flow/run.sh ---
#!/bin/bash
# OpenROAD 26Q1-2900-gdf79404cd8, Yosys 0.63+post, stock flow scripts
make -C /OpenROAD-flow-scripts/flow DESIGN_CONFIG=/design/flow/config.mk WORK_HOME=/design/flow/orfs finish
--- /design/flow/config.mk ---
export PLATFORM = sky130hd
export DESIGN_NAME = byte_repeater
export DESIGN_NICKNAME = byte_repeater
export VERILOG_FILES = /design/flow/design.v
export SDC_FILE = /design/flow/constraint.sdc
export NUM_CORES = 4
export LEC_CHECK = 1
export CORE_UTILIZATION = 40
--- /design/flow/constraint.sdc ---
current_design byte_repeater

set clk_period 545.6
set clk_io_pct 0.2

create_clock -name clk0 -period $clk_period [get_ports {clk_in}]

set non_clock_inputs [all_inputs -no_clocks]
set_input_delay [expr $clk_period * $clk_io_pct] -clock clk0 $non_clock_inputs
set_output_delay [expr $clk_period * $clk_io_pct] -clock clk0 [all_outputs]
--- /design/flow/design.v ---
`default_nettype none
module bram_blocks_rw #(
    parameter REGISTER_SIZE = 32,
    parameter NUM_BLOCKS = 128,
    parameter INIT_FILE = ""      
) (
    input wire clk_in,
    input wire rst_in,
    input wire read_next_block_valid_in, 
    output logic [REGISTER_SIZE-1:0] read_block_out,
    output logic read_block_pipe2_valid_out,
    output logic read_done_all_blocks_pipe2_out,  
    output logic read_requested_for_last_block,  
    input wire write_next_block_valid_in,
    input wire [REGISTER_SIZE-1:0] write_block_in
);
logic [$clog2(NUM_BLOCKS)-1:0] address_of_read_block;
evt_counter #(
    .MAX_COUNT(NUM_BLOCKS),
    .COUNT_START(0))
 read_address_counter
(  
    .clk_in(clk_in),
    .rst_in(rst_in),
    .evt_in(read_next_block_valid_in),
    .count_out(address_of_read_block)
);
logic [$clog2(NUM_BLOCKS)-1:0] address_of_write_block;
evt_counter #(
    .MAX_COUNT(NUM_BLOCKS),
    .COUNT_START(0))
 write_address_counter
(  
    .clk_in(clk_in),
    .rst_in(rst_in),
    .evt_in(write_next_block_valid_in),
    .count_out(address_of_write_block)
);
assign read_requested_for_last_block = address_of_read_block == (NUM_BLOCKS-1);
logic valid_pipe1;
logic read_all_pipe1;
always_ff @( posedge clk_in ) begin
    if (rst_in) begin        
        valid_pipe1 <= 0;
        read_block_pipe2_valid_out <= 0;
        read_all_pipe1 <= 0;
        read_done_all_blocks_pipe2_out <= 0;
    end else begin
        valid_pipe1 <= read_next_block_valid_in;
        read_block_pipe2_valid_out <= valid_pipe1;   
        read_all_pipe1 <= address_of_read_block == (NUM_BLOCKS-1);
        read_done_all_blocks_pipe2_out <= read_all_pipe1;
    end
end
xilinx_true_dual_port_read_first_2_clock_ram
#(
    .RAM_WIDTH(REGISTER_SIZE),
    .RAM_DEPTH(NUM_BLOCKS),
    .INIT_FILE(INIT_FILE)
    )    
bram
    (
    .addra(address_of_read_block),
    .dina(0),  
    .clka(clk_in),
    .wea(1'b0),  
    .ena(1'b1),
    .rsta(rst_in),
    .regcea(1'b1),
    .douta(read_block_out),
    .addrb(address_of_write_block),
    .dinb(write_block_in),
    .clkb(clk_in),
    .web(write_next_block_valid_in),  
    .enb(1'b1),
    .rstb(rst_in),
    .regceb(1'b1),
    .doutb()  
);
endmodule
`default_nettype wire
`default_nettype none
module byte_repeater  #(
    parameter REGISTER_SIZE = 32,
    parameter BITS_IN_NUM = 4096
    )
    (
        input wire [REGISTER_SIZE-1:0] data_in,
        input wire valid_in,
        input wire request_next_byte_in,
        input wire rst_in,
        input wire clk_in,
        output logic [7:0] data_out,
        output logic valid_out
    );
    localparam NUM_BLOCKS = BITS_IN_NUM / REGISTER_SIZE;
    localparam BRAM_WIDTH = REGISTER_SIZE;
    localparam BRAM_DEPTH = NUM_BLOCKS;
    logic read_next_chunk_signal;
    enum  {WRITING,BYTE0,BYTE1,BYTE2,BYTE3} repeater_state;
    logic [$clog2(BRAM_DEPTH)-1:0] write_counter_idx;
    evt_counter #(
        .MAX_COUNT(BRAM_DEPTH),
        .COUNT_START(0))
   write_counter_module
    (  
        .clk_in(clk_in),
        .rst_in(rst_in || repeater_state == BYTE3),
        .evt_in(valid_in),
        .count_out(write_counter_idx)
    );
    logic [$clog2(BRAM_DEPTH)-1:0] read_counter_idx;
    evt_counter #(
        .MAX_COUNT(BRAM_DEPTH),
        .COUNT_START(0))
   read_counter_module
    (  
        .clk_in(clk_in),
        .rst_in(rst_in),
        .evt_in(repeater_state == BYTE3),
        .count_out(read_counter_idx)
    );
    always_ff @( posedge clk_in ) begin
        if (rst_in) begin
            repeater_state <= WRITING;
        end else begin
            case (repeater_state)
                WRITING: begin
                    repeater_state <= write_counter_idx== BRAM_DEPTH-1? BYTE0 : WRITING;
                end
                BYTE0: begin
                    if (request_next_byte_in) begin
                        repeater_state<= BYTE1;
                    end
                end
                BYTE1: begin
                    if (request_next_byte_in) begin
                    repeater_state<= BYTE2;
                    end
                end
                BYTE2: begin
                    if (request_next_byte_in) begin
                    repeater_state<= BYTE3;
                    end
                end
                BYTE3: begin
                    if (request_next_byte_in) begin
                    repeater_state<= read_counter_idx == BRAM_DEPTH-1? WRITING: BYTE0;
                    end
                end
            endcase
        end
    end
    logic[REGISTER_SIZE-1:0] store_out;
    always_comb begin 
        case (repeater_state)
            BYTE0: data_out = store_out[7:0]; 
            BYTE1: data_out = store_out[15:8];
            BYTE2: data_out = store_out[23:16];
            default: data_out = store_out[31:24];
        endcase
        valid_out =   repeater_state!= WRITING;
    end
    bram_blocks_rw #(
        .REGISTER_SIZE(REGISTER_SIZE),
        .NUM_BLOCKS(NUM_BLOCKS)
    ) 
    repeater_bram
    (
        .clk_in(clk_in),
        .rst_in(rst_in),
        .write_next_block_valid_in(valid_in),   
        .write_block_in(data_in),
        .read_next_block_valid_in(repeater_state == BYTE3 && request_next_byte_in), 
        .read_block_out(store_out),
        .read_block_pipe2_valid_out()
    );
endmodule
`default_nettype wire
`default_nettype none
module evt_counter #(
    parameter MAX_COUNT = 128,
    parameter COUNT_START = 0
    ) (   
    input wire          clk_in,
    input wire          rst_in,
    input wire          evt_in,
    output logic[$clog2(MAX_COUNT) - 1: 0]  count_out
    );
    always_ff @(posedge clk_in) begin
        if (rst_in) begin
            count_out <= COUNT_START;
        end else if (evt_in) begin
            if (count_out == MAX_COUNT - 1) count_out <= 0;
            else count_out <= count_out + 1;
        end else begin
            count_out <= count_out;
        end
    end
endmodule
`default_nettype wire
module xilinx_true_dual_port_read_first_2_clock_ram #(
  parameter RAM_WIDTH = 18,                        
  parameter RAM_DEPTH = 1024,                      
  parameter RAM_PERFORMANCE = "HIGH_PERFORMANCE",  
  parameter INIT_FILE = ""                         
) (
  input [clogb2(RAM_DEPTH-1)-1:0] addra,   
  input [clogb2(RAM_DEPTH-1)-1:0] addrb,   
  input [RAM_WIDTH-1:0] dina,            
  input [RAM_WIDTH-1:0] dinb,            
  input clka,                            
  input clkb,                            
  input wea,                             
  input web,                             
  input ena,                             
  input enb,                             
  input rsta,                            
  input rstb,                            
  input regcea,                          
  input regceb,                          
  output [RAM_WIDTH-1:0] douta,          
  output [RAM_WIDTH-1:0] doutb           
);
  reg [RAM_WIDTH-1:0] BRAM [RAM_DEPTH-1:0];
  reg [RAM_WIDTH-1:0] ram_data_a = {RAM_WIDTH{1'b0}};
  reg [RAM_WIDTH-1:0] ram_data_b = {RAM_WIDTH{1'b0}};
  generate
    if (INIT_FILE != "") begin: use_init_file
      initial
        $readmemh(INIT_FILE, BRAM, 0, RAM_DEPTH-1);
    end else begin: init_bram_to_zero
      integer ram_index;
      initial
        for (ram_index = 0; ram_index < RAM_DEPTH; ram_index = ram_index + 1)
          BRAM[ram_index] = {RAM_WIDTH{1'b0}};
    end
  endgenerate
  integer idx;
  initial begin
    for (idx = 0; idx < RAM_DEPTH; idx = idx + 1) begin
    end
  end
  always @(posedge clka)
    if (ena) begin
      if (wea)
        BRAM[addra] <= dina;
      ram_data_a <= BRAM[addra];
    end
  always @(posedge clkb)
    if (enb) begin
      if (web)
        BRAM[addrb] <= dinb;
      ram_data_b <= BRAM[addrb];
    end
  generate
    if (RAM_PERFORMANCE == "LOW_LATENCY") begin: no_output_register
       assign douta = ram_data_a;
       assign doutb = ram_data_b;
    end else begin: output_register
      reg [RAM_WIDTH-1:0] douta_reg = {RAM_WIDTH{1'b0}};
      reg [RAM_WIDTH-1:0] doutb_reg = {RAM_WIDTH{1'b0}};
      always @(posedge clka)
        if (rsta)
          douta_reg <= {RAM_WIDTH{1'b0}};
        else if (regcea)
          douta_reg <= ram_data_a;
      always @(posedge clkb)
        if (rstb)
          doutb_reg <= {RAM_WIDTH{1'b0}};
        else if (regceb)
          doutb_reg <= ram_data_b;
      assign douta = douta_reg;
      assign doutb = doutb_reg;
    end
  endgenerate
  function integer clogb2;
    input integer depth;
      for (clogb2=0; depth>0; clogb2=clogb2+1)
        depth = depth >> 1;
  endfunction
endmodule
==> flow_metrics.env <==
# flow metrics
export IMPL_pwr_share_seq_pct=54.5
export IMPL_portBuffers=44
export IMPL_finalSetupTns_ns=0
export IMPL_holdPathStages=1
export IMPL_htreeDepth=5
export IMPL_cp_end_kind="primary output"
export IMPL_synth_ff_latch_count=4191
export IMPL_grt_pass1_wl_mm=641
export IMPL_viasPerCell=5.74
export IMPL_chipArea_sq_um=404000
export IMPL_p_leak_uw=0.0548
export IMPL_power_uw=650
export IMPL_critPathKind="register to primary output"
export IMPL_cts_buffers=423
export IMPL_clkTransAtPathRegs_ns=0.06
export IMPL_antenna_found_initial=25
export IMPL_cts_hold_buffers=0
export IMPL_place_gp_congestion=0.964
export IMPL_drc_errors=0
export IMPL_ctsResizeCount=0
export IMPL_synthCells=7477
export IMPL_async_flop_share_pct=0
export IMPL_routed_wl_mm=458
export IMPL_cts_buffer_depth=4
export IMPL_grt_remaining_overflow=0
export IMPL_avgRoutedWirePerCell_um=33.6
export IMPL_status="finished, final reports clean"
export IMPL_warnings=26
export IMPL_finalSetupViolations=0
export IMPL_syn2layout_area_growth_pct=14.0
export IMPL_slew_violations=0
export IMPL_synth_distinct_cells=68
export IMPL_reg2reg_depth=12
export IMPL_ant_nets=0
export IMPL_hold_viol=0
export IMPL_fmax_mhz=8.89
export IMPL_intPower_uw=520
export IMPL_sw_frac_of_total_pct=20.0
export IMPL_required_ns=436.48
export IMPL_die_h_um=636
export IMPL_core_area_sq_um=399000
export IMPL_netlist_area_sq_um=161000
export IMPL_rsz0062_at_grt="no"
export IMPL_pwr_share_comb_pct=1.7
export IMPL_critPathArrivalTime_ns=3.32
export IMPL_fillCellCount=32400
export IMPL_synth_seq_share_pct=77.7
export IMPL_fp_dieW_um=636
export IMPL_largest_register_ffs=4096
export IMPL_synth_chip_area_sq_um=161000
export IMPL_period_used_pct=20.6
export IMPL_grt_use_total_pct=25.0
export IMPL_path_max_fanout=16
export IMPL_regToRegSetupSlack_ns=539.08
export IMPL_fin_crit_ns=112.44
export IMPL_switchingPower_uw=130
export IMPL_dp_hpwl_mm=282
export IMPL_yosys_warnings=4
export IMPL_clk_latency_ns=0.98
export IMPL_ys_flop_type="edfxtp_1"
export IMPL_cts_tree="yes"
export IMPL_syn_area_per_cell_sq_um=21.5
export IMPL_grt_pass1_vias=85600
export IMPL_ir_worst_vdd_uv=3.65
export IMPL_powerDensity_nw_per_um2=3.55
export IMPL_worst_pin_slew_ns=1.40
export IMPL_grt_max_degree=97
export IMPL_vias=78200
export IMPL_fp_row_count=232
export IMPL_drtIter0Drc=5196
export IMPL_clkPwrFrac_pct=43.8
export IMPL_postCtsSetupBuffers=0
export IMPL_synth_edff_count=4096
export IMPL_cp_start_kind="register"
export IMPL_drive_gt1_share_pct=26.0
export IMPL_ys_cells=7477
export IMPL_hold_class="register to register"
export IMPL_cap_violations=0
export IMPL_fin_skew_ns=0.0362
export IMPL_first_pass_iters=6
export IMPL_root_buffer="clkbuf_16"
export IMPL_initial_utilization_pct=40.2
export IMPL_num_io_pins=45
export IMPL_max_slew_margin_rel_pct=5.80
export IMPL_cts_sinks=4191
==> worst max-delay path: stages (launching register included) <==
cell and delay [ns]:
dfxtp_1 0.74, nor2b_1 0.67, a22oi_1 0.20, o21ai_0 0.24, clkdlybuf4s50_1 0.50
==> kinds of logic after synthesis <==
logic type | count (synthesis) | synth area share (%)
AND/OR/NAND/NOR | 683 | 1.91
buffers and inverters | 436 | 1.73
AND-OR/OR-AND | 700 | 3.02
flip-flops | 4191 | 77.7
adder cells (fa/ha/maj) | 4 | 0.0312
multiplexers | 1444 | 15.5
XOR/XNOR | 19 | 0.104
==> per-layer routing <==
metal / routed length [um] / global-route usage (%) / up-vias / part of all wire, %
met3: 101000 / 24.4 / 779 / 22
met2: 203000 / 34.5 / 5493 / 44
li1: - / - / 32400 / -
met1: 133000 / 26.3 / 39500 / 29
met5: 1320 / 2.61 / - / 0.29
met4: 19900 / 8.00 / 28 / 4.3
==> layout by cell type (no fill, tap or decap), drive strengths merged, types with 16 or more instances in the layout <==
cell | Yosys | layout
a221oi | 44 | 44
o21ai | 71 | 71
a21oi | 160 | 160
clkinv | 2 | 190
nor2 | 268 | 268
clkbuf | 128 | 504
mux4 | 822 | 822
nor4 | 18 | 18
o22ai | 77 | 77
nor2b | 68 | 68
inv | 5 | 20
nand2 | 201 | 201
a22o | 25 | 25
a211oi | 66 | 66
mux2i | 551 | 551
bufinv | 0 | 45
o221ai | 49 | 49
nor3 | 17 | 17
a2111oi | 30 | 30
diode | 0 | 46
buf | 301 | 490
mux2 | 71 | 71
edfxtp | 4096 | 4096
nand3 | 46 | 46
a311oi | 23 | 23
a22oi | 78 | 78
nand4 | 26 | 26
a31oi | 16 | 16
dfxtp | 95 | 95
==> path summary, 6_finish.rpt <==
check                                                   from                                               end
max reg2reg  repeater_bram.read_address_counter.count_out[0]                  repeater_bram.bram.ram_data_a[5]
min reg2reg                repeater_bram.bram.ram_data_a[11]  repeater_bram.bram.output_register.douta_reg[11]
max                                        repeater_state[1]                                       data_out[6]
min                        repeater_bram.bram.ram_data_a[11]  repeater_bram.bram.output_register.douta_reg[11]
==> synthesized netlist by cell type, types with 7 or more instances <==
| library cell | number | area (sq um) |
|---|---|---|
| o211ai_1 | 8 | 60.1 |
| mux2_2 | 71 | 800 |
| buf_4 | 114 | 856 |
| a21oi_1 | 160 | 801 |
| nor2b_1 | 68 | 425 |
| a22oi_1 | 78 | 586 |
| o21ai_0 | 68 | 340 |
| edfxtp_1 | 4096 | 123000 |
| nand4_1 | 26 | 163 |
| a22o_1 | 25 | 219 |
| a211oi_1 | 66 | 495 |
| clkbuf_1 | 127 | 477 |
| o221ai_1 | 49 | 429 |
| nor4_1 | 18 | 113 |
| buf_6 | 68 | 766 |
| nand3_1 | 46 | 230 |
| buf_1 | 7 | 26.3 |
| dfxtp_1 | 95 | 1900 |
| o31a_1 | 8 | 70.1 |
| o22ai_1 | 77 | 482 |
| a311oi_1 | 23 | 201 |
| a2111oi_0 | 28 | 245 |
| a31oi_1 | 16 | 100 |
| o22a_1 | 10 | 87.6 |
| a221oi_1 | 44 | 385 |
| nand2_1 | 200 | 751 |
| mux2i_1 | 551 | 5520 |
| nor2_1 | 267 | 1000 |
| xor2_1 | 13 | 114 |
| nor3_1 | 17 | 85.1 |
| buf_2 | 106 | 531 |
| mux4_2 | 822 | 18500 |
==> area by class of cell <==
type	count	area [sq um]	area share, %
inverters	7	31.3	0.0171
diodes	46	115	0.0628
clock buffers	504	11000	5.99
well taps	5265	6590	3.60
flip-flops and latches	4191	125000	68.2
multi-input cells	2850	34100	18.6
repair buffers	501	3880	2.12
clock inverters	257	2570	1.40
==> stage by stage <==
stage	cells	util, %	setup WS [ns]	hold slack, ns	instance area [sq um]
4_1_cts	13600	45.8	433.08	0.441	183000
6_report	13600	45.9	433.16	0.445	183000
2_1_floorplan	7477	-	433.07	0.414	161000
3_5_place_dp	12800	42.4	433.22	0.429	170000
3_3_place_gp	12800	42.4	433.24	0.425	170000
5_1_grt	13600	45.9	432.99	0.459	183000
==> power groups by stage <==
stage	Clock (uW)	Combinational, uW	Sequential (uW)
6_report	284	11.2	354
4_1_cts	288	11.0	354
5_1_grt	300	11.9	354
Power is estimated from default activity; no workload was simulated.
